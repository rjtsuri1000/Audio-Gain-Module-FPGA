===== constraint.sdc =====
current_design axis_gain_wrapper

set clk_period 13.4
set clk_io_pct 0.2

create_clock -name clk0 -period $clk_period [get_ports {aclk}]

set non_clock_inputs [all_inputs -no_clocks]
set_input_delay [expr $clk_period * $clk_io_pct] -clock clk0 $non_clock_inputs
set_output_delay [expr $clk_period * $clk_io_pct] -clock clk0 [all_outputs]

===== run.sh =====
#!/bin/bash
# OpenROAD 26Q1-2900-gdf79404cd8, Yosys 0.63+post, stock flow scripts
make -C /OpenROAD-flow-scripts/flow DESIGN_CONFIG=/design/flow/config.mk WORK_HOME=/design/flow/orfs finish

===== config.mk =====
export PLATFORM = sky130hd
export DESIGN_NAME = axis_gain_wrapper
export DESIGN_NICKNAME = axis_gain_wrapper
export VERILOG_FILES = /design/flow/design.v
export SDC_FILE = /design/flow/constraint.sdc
export NUM_CORES = 4
export LEC_CHECK = 1
export CORE_UTILIZATION = 40

===== design.v =====
`timescale 1ns / 1ps
module axis_gain_wrapper #(
    parameter integer C_S_AXI_DATA_WIDTH = 32,
    parameter integer C_S_AXI_ADDR_WIDTH = 4,
    parameter integer AUDIO_WIDTH        = 16,
    parameter integer GAIN_FBITS         = 12
)(
    input  wire aclk,
    input  wire aresetn,
    input  wire [31:0] s_axis_tdata,
    input  wire        s_axis_tlast,
    input  wire        s_axis_tvalid,
    output wire        s_axis_tready,
    output wire [31:0] m_axis_tdata,
    output wire        m_axis_tlast,
    output wire        m_axis_tvalid,
    input  wire        m_axis_tready,
    input  wire [C_S_AXI_ADDR_WIDTH-1:0] s_axi_awaddr,
    input  wire                          s_axi_awvalid,
    output reg                           s_axi_awready,
    input  wire [C_S_AXI_DATA_WIDTH-1:0] s_axi_wdata,
    input  wire [3:0]                    s_axi_wstrb,
    input  wire                          s_axi_wvalid,
    output reg                           s_axi_wready,
    output reg  [1:0]                    s_axi_bresp,
    output reg                           s_axi_bvalid,
    input  wire                          s_axi_bready,
    input  wire [C_S_AXI_ADDR_WIDTH-1:0] s_axi_araddr,
    input  wire                          s_axi_arvalid,
    output reg                           s_axi_arready,
    output reg  [C_S_AXI_DATA_WIDTH-1:0] s_axi_rdata,
    output reg  [1:0]                    s_axi_rresp,
    output reg                           s_axi_rvalid,
    input  wire                          s_axi_rready
);
    reg [31:0] reg_control;
    reg [31:0] reg_gain_l;
    reg [31:0] reg_gain_r;
    wire [1:0] addr_w = s_axi_awaddr[3:2];
    wire [1:0] addr_r = s_axi_araddr[3:2];
    always @(posedge aclk) begin
        if (!aresetn) begin
            s_axi_awready <= 1'b0;
            s_axi_wready  <= 1'b0;
            s_axi_bvalid  <= 1'b0;
            s_axi_bresp   <= 2'b00;
            reg_control <= 32'b0;
            reg_gain_l  <= 32'h0000_1000;  
            reg_gain_r  <= 32'h0000_1000;
        end else begin
            if (!s_axi_awready && s_axi_awvalid && s_axi_wvalid) begin
                s_axi_awready <= 1'b1;
                s_axi_wready  <= 1'b1;
                case (addr_w)
                    2'h0: reg_control <= s_axi_wdata;
                    2'h1: reg_gain_l  <= s_axi_wdata;
                    2'h2: reg_gain_r  <= s_axi_wdata;
                    default: ;
                endcase
            end else begin
                s_axi_awready <= 1'b0;
                s_axi_wready  <= 1'b0;
            end
            if (s_axi_awready && !s_axi_bvalid) begin
                s_axi_bvalid <= 1'b1;
                s_axi_bresp  <= 2'b00;
            end else if (s_axi_bready) begin
                s_axi_bvalid <= 1'b0;
            end
        end
    end
    always @(posedge aclk) begin
        if (!aresetn) begin
            s_axi_arready <= 1'b0;
            s_axi_rvalid  <= 1'b0;
            s_axi_rdata   <= 32'b0;
            s_axi_rresp   <= 2'b00;
        end else begin
            if (!s_axi_arready && s_axi_arvalid) begin
                s_axi_arready <= 1'b1;
                s_axi_rvalid  <= 1'b1;
                case (addr_r)
                    2'h0: s_axi_rdata <= reg_control;
                    2'h1: s_axi_rdata <= reg_gain_l;
                    2'h2: s_axi_rdata <= reg_gain_r;
                    default: s_axi_rdata <= 32'b0;
                endcase
            end else begin
                s_axi_arready <= 1'b0;
                if (s_axi_rvalid && s_axi_rready)
                    s_axi_rvalid <= 1'b0;
            end
        end
    end
    reg valid_d;
    reg last_d;
    wire stream_ready = m_axis_tready || !valid_d;
    assign s_axis_tready = stream_ready;
    assign m_axis_tvalid = valid_d;
    assign m_axis_tlast  = last_d;
    wire core_ce     = stream_ready;
    wire gain_enable = reg_control[0];
    gain_core #(
        .DWIDTH(AUDIO_WIDTH),
        .GWIDTH(16),
        .FBITS (GAIN_FBITS)
    ) u_gain_l (
        .clk       (aclk),
        .rst_n     (aresetn),
        .ce        (core_ce),
        .en        (gain_enable),
        .data_i    (s_axis_tdata[15:0]),
        .data_gain (reg_gain_l[15:0]),
        .data_o    (m_axis_tdata[15:0])
    );
    gain_core #(
        .DWIDTH(AUDIO_WIDTH),
        .GWIDTH(16),
        .FBITS (GAIN_FBITS)
    ) u_gain_r (
        .clk       (aclk),
        .rst_n     (aresetn),
        .ce        (core_ce),
        .en        (gain_enable),
        .data_i    (s_axis_tdata[31:16]),
        .data_gain (reg_gain_r[15:0]),
        .data_o    (m_axis_tdata[31:16])
    );
    always @(posedge aclk) begin
        if (!aresetn) begin
            valid_d <= 1'b0;
            last_d  <= 1'b0;
        end else if (stream_ready) begin
            valid_d <= s_axis_tvalid;
            last_d  <= s_axis_tlast;
        end
    end
endmodule
`timescale 1ns / 1ps
module gain_core #(
    parameter integer DWIDTH = 16,  
    parameter integer GWIDTH = 16,  
    parameter integer FBITS  = 12   
)(
    input  wire                     clk,
    input  wire                     rst_n,      
    input  wire                     ce,         
    input  wire                     en,         
    input  wire signed [DWIDTH-1:0] data_i,     
    input  wire signed [GWIDTH-1:0] data_gain,  
    output reg  signed [DWIDTH-1:0] data_o      
);
    wire signed [DWIDTH+GWIDTH-1:0] mult_raw;
    wire signed [DWIDTH+GWIDTH-1:0] mult_rounded;
    wire signed [DWIDTH+GWIDTH-1-FBITS:0] mult_scaled;
    localparam signed [DWIDTH-1:0] MAX_VAL = {1'b0, {(DWIDTH-1){1'b1}}};  
    localparam signed [DWIDTH-1:0] MIN_VAL = {1'b1, {(DWIDTH-1){1'b0}}};  
    assign mult_raw = data_i * data_gain;
    assign mult_rounded = mult_raw + (1 << (FBITS-1));
    assign mult_scaled = mult_rounded >>> FBITS;
    always @(posedge clk or negedge rst_n) begin
        if (!rst_n) begin
            data_o <= 0;
        end else if (ce) begin
            if (!en) begin
                data_o <= data_i;
            end else begin
                if (mult_scaled > MAX_VAL) begin
                    data_o <= MAX_VAL;
                end else if (mult_scaled < MIN_VAL) begin
                    data_o <= MIN_VAL;
                end else begin
                    data_o <= mult_scaled[DWIDTH-1:0];
                end
            end
        end
    end
endmodule

==> metrics.yaml <==
fillers: 6300
grt-ovfl-total: 0
peakVddDrop_v: 0.00009663
grt_pass1_vias: 20180
cts_sinks: 166
outcome: "finished clean"
rsz0062_at_grt: "false"
grt_pass1_wl_um: 111500
track_usage_pct: 22.75
die_w_um: 257.6
maxSlewViolCount: 0
max-cap-violations: 0
dp_cells: 3895
final_min_period_over_clock_period_pct: 75.35
post-route-min-period_ns: 10.10
synth-edff-count: 0
cts_max_path_buffers: 2
core_area_um2: 64460
antenna_left: 0
worstPathArrival_ns: 10.43
p_sw_mw: 0.7715
tool_warnings: 33
routedWlPerCell_um: 17.30
yosysUniqueCellTypes: 63
h-tree-depth: 4
p_leak_nw: 14.05
ys_seq_share_pct: 13.33
port_buffers: 149
drive_gt1_share_pct: 4.167
ys_cells: 2982
powerDensity_nw_per_um2: 64.52
drc_errors: 0
yosysChipArea_um2: 26130
tightest_slew_ns: 0.9034
chip_area_um2: 66340
root_buffer: "clkbuf_16"
pwr-share-clk_pct: 28.5
drt-initial-drc-count: 876
hpwl_um: 51120
crit_required_ns: 13.73
cp-start-kind: "input pin"
avgSynthCellArea_um2: 8.761
relSlewSlack_pct: 39.58
hp-class: "reg2reg"
syn_area_um2: 26130
cts_tree: "done"
switching_share_pct: 40.93
pin_count: 162
async_flop_share_pct: 19.28
post_cts_buffers: 0
ff_type: "dfxtp_1"
worst_hold_slack_ns: 0.4560
insertion_delay_ns: 0.48
seqPwrFrac_pct: 28.3
drt_wl_total_um: 67990
grt_max_degree: 77
numSynthFlops: 166
initial_core_util_pct: 40.53
clk_pin_slew_ns: 0.09
reg2regPathDepth: 23
p_comb_share_pct: 43.2
fin_skew_ns: 0.01758
vias_per_cell: 5.001
cts.repair.resized: 0
antenna_found_initial: 11
cts_made_buffers: 17
syn_inst: 2982
holdPathStages: 2
hold_violations: 0
max_freq_ghz: 0.09904
p_int_mw: 1.113
setup_viol: 0
worstPathMaxFanout: 17
vias: 19660
critPathKind: "in2reg"
first_pass_iters: 5
cts_hold_buf: 0
final_cells: 3931
area_growth_syn_to_layout_pct: 11.82
die_y_um: 257.6
yosys_warnings: 2
cp-end-kind: "flip-flop"
num_rows: 93
tns_ns: 0
gp_congestion: 0.9129
-- placed cells by master, fill, tap and decap left out, types with 8 or more instances in the layout --
| master | n |
|---|---|
| buf_4 | 69 |
| a21o_1 | 23 |
| xor2_1 | 10 |
| xnor2_1 | 42 |
| a211oi_1 | 38 |
| and2_1 | 240 |
| dfxtp_1 | 134 |
| dfrtp_1 | 32 |
| mux2i_1 | 32 |
| nand3_1 | 10 |
| a21oi_1 | 196 |
| clkbuf_16 | 17 |
| or3_1 | 33 |
| clkdlybuf4s50_1 | 147 |
| o21ai_0 | 65 |
| nand2b_1 | 8 |
| nor2_1 | 120 |
| nand2_1 | 472 |
| ha_1 | 154 |
| fa_1 | 524 |
| nor3_1 | 9 |
| inv_1 | 583 |
-- layer usage --
layer	global-route usage, %	up-vias	wire [um]
met5	0.2137	-	104
met4	2.367	18	744
met3	8.827	61	6577
met2	34.04	542	31410
met1	34.01	9849	29160
li1	-	9190	-
-- sequential cells by signal (all words and copies together) (netlist names) --
register / flops
last_d: 1
reg_control: 32
reg_gain_l: 32
reg_gain_r: 32
s_axi_arready: 1
s_axi_bvalid: 1
s_axi_rdata: 32
s_axi_rvalid: 1
s_axi_wready: 1
u_gain_l.data_o: 16
u_gain_r.data_o: 16
valid_d: 1
-- cell type report --
type / count / area [um2] / area share (%)
Sequential cell: 166 / 3483 / 11.92
Timing Repair Buffer: 218 / 1999 / 6.844
Multi-Input combinational cell: 2072 / 19840 / 67.91
Clock buffer: 17 / 425.4 / 1.456
Clock inverter: 15 / 192.7 / 0.6595
Tap cell: 855 / 1070 / 3.662
Antenna cell: 4 / 10.01 / 0.03426
Inverter: 584 / 2195 / 7.512
-- Yosys cell counts (33+ instances only) --
| library cell | n | area share, % |
|---|---|---|
| inv_1 | 583 | 8.4 |
| fa_1 | 524 | 40 |
| nand2_1 | 472 | 6.8 |
| and2_1 | 240 | 5.7 |
| a21oi_1 | 196 | 3.8 |
| ha_1 | 154 | 7.4 |
| clkbuf_1 | 149 | 2.1 |
| dfxtp_1 | 134 | 10 |
| nor2_1 | 120 | 1.7 |
| o21ai_0 | 65 | 1.2 |
| xnor2_1 | 42 | 1.4 |
| a211oi_1 | 38 | 1.1 |
| or3_1 | 33 | 0.79 |
-- power by group through the flow --
stage     Sequential [mW]  Combinational, mW  Clock, mW
6_report            0.534              0.814      0.537
5_1_grt             0.537              0.927      0.567
4_1_cts             0.535              0.824      0.551
-- through the flow --
stage | util, % | area [um2] | setup slack (ns) | power (mW)
floorplan | - | 26140 | 4.099 | 1.102
global placement | 44.35 | 28590 | 2.777 | 1.363
detailed placement | 44.35 | 28590 | 2.749 | 1.364
CTS | 45.30 | 29210 | 3.267 | 1.910
global route | 45.30 | 29210 | 2.905 | 2.031
finish | 45.32 | 29220 | 3.303 | 1.885
-- cell families after synthesis --
group | count (synthesis) | synth area share [%]
simple gates | 926 | 16.50
buf+inv | 747 | 10.86
fa+ha+maj | 678 | 47.53
compound gates | 376 | 8.630
flops | 166 | 13.33
xor+xnor | 52 | 1.743
mux | 36 | 1.398
other cells | 1 | 0.01435
-- final timing paths --
path / startpoint / slack (ns) / endpoint
min in group asynchronous: aresetn / 2.35 / u_gain_l.data_o[15]
max in group asynchronous: aresetn / 10.56 / u_gain_r.data_o[3]
worst min register to register: reg_control[10] / 0.46 / reg_control[10]
worst max-delay path: s_axis_tdata[6] / 3.30 / u_gain_l.data_o[6]
worst max register to register: reg_gain_r[1] / 5.58 / u_gain_r.data_o[11]
worst min-delay path: reg_control[10] / 0.46 / reg_control[10]
-- critical path, stage by stage --
cell and delay (ns):
clkdlybuf4s50_1 0.81, and2_1 0.39, fa_1 0.54, inv_1 0.05, fa_1 0.42, fa_1 0.55
inv_1 0.05, fa_1 0.49, fa_1 0.50, inv_1 0.05, fa_1 0.48, inv_1 0.04
ha_1 0.33, nand2_1 0.08, a211o_1 0.27, a31oi_1 0.40, o2111a_1 0.45, o2111ai_2 0.16
a31oi_1 0.37, a311oi_1 0.11, a2111o_1 0.45, a21oi_4 0.59, a21oi_1 0.15
No activity file was given, so power comes from the tool's default toggle rates.
